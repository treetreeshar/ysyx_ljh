==> flow/design.v <==
module ysyx_25070198_csr_reg (
    input clock,
    input reset,
    input csr_wen,
    input [11:0] csr_addr,
    input [31:0] csr_wdata, 
    output [31:0] csr_rdata
);
    reg [31:0] mcycle;
    reg [31:0] mcycleh;
    reg [31:0] mvendorid;
    reg [31:0] marchid;
    always @(posedge clock) begin
        if (reset) begin
            {mcycleh, mcycle} <= 64'b0;
            mvendorid <= 32'h79737978;
            marchid <= 32'd25070198;
        end
        else if (csr_wen) begin
            case (csr_addr)
                12'hB00: mcycle  <= csr_wdata;
                12'hB80: mcycleh <= csr_wdata;
                default: {mcycleh, mcycle} <= {mcycleh, mcycle} + 64'b1;
            endcase
        end
        else begin
            {mcycleh, mcycle} <= {mcycleh, mcycle} + 64'b1;
        end
    end
    assign csr_rdata = (csr_addr == 12'hB00) ? mcycle :
                      (csr_addr == 12'hB80) ? mcycleh :
                      (csr_addr == 12'hF11) ? mvendorid :
                      (csr_addr == 12'hF12) ? marchid :
                      32'b0;
endmodule
==> flow/run.sh <==
#!/bin/bash
# OpenROAD 26Q1-2900-gdf79404cd8, Yosys 0.63+post, stock flow scripts
make -C /OpenROAD-flow-scripts/flow DESIGN_CONFIG=/design/flow/config.mk WORK_HOME=/design/flow/orfs finish
==> flow/config.mk <==
export PLATFORM = sky130hd
export DESIGN_NAME = ysyx_25070198_csr_reg
export DESIGN_NICKNAME = ysyx_25070198_csr_reg
export VERILOG_FILES = /design/flow/design.v
export SDC_FILE = /design/flow/constraint.sdc
export NUM_CORES = 4
export LEC_CHECK = 1
export CORE_UTILIZATION = 30
==> flow/constraint.sdc <==
current_design ysyx_25070198_csr_reg

set clk_period 12.7
set clk_io_pct 0.2

create_clock -name clk0 -period $clk_period [get_ports {clock}]

set non_clock_inputs [all_inputs -no_clocks]
set_input_delay [expr $clk_period * $clk_io_pct] -clock clk0 $non_clock_inputs
set_output_delay [expr $clk_period * $clk_io_pct] -clock clk0 [all_outputs]
==> flow_summary.yaml <==
# synthesis and place-and-route metrics
status:
  status: "complete, no violations"
power:
  p_sw_mw: 0.105
  vdd_ir_drop_max_mv: 0.0601
  clockPowerShare_pct: 47.8
  leakage_nw: 1.79
  swShare_pct: 23.3
  p_per_area_nw_per_um2: 79.0
  p_int_mw: 0.346
  pwr-share-seq_pct: 45.0
  combPwrFrac_pct: 7.1
finish:
  lay_top_cells: "clkdlybuf4s50_1 (77), nand2_1 (75), nor2_1 (71), dfxtp_1 (64), a21oi_1 (59)"
  drive_above_1_share_pct: 6.72
  syn2layout_area_growth_pct: 25.1
  final_common_cell: "clkdlybuf4s50_1"
  final_cells: 898
  fin_area_um2: 5720
clock_tree:
  postCtsHoldBufs: 0
  htreeDepth: 3
  clkLatencyLatePin_ns: 0.33
  cts_buffers: 9
  clk_pin_slew_ns: 0.05
  root_buffer: "clkbuf_16"
  cts_tree: "yes"
  cts_resized: 0
  cts.path.max_buffers: 2
  cts_setup_buffers: 0
  clock_sinks: 64
place:
  dp.cells: 885
  port_buffers: 78
  dp_hpwl_um: 13100
  globalplace.congestion: 0.928
  dpl_cell_area_um2: 5480
global_route:
  grt_max_degree: 56
  grt_pass1_vias: 5147
  overflow: 0
  grt_pass1_wl_um: 29200
  antenna_found_initial: 1
  global_route.usage.total_pct: 24.4
synth:
  ys_seq_share_pct: 28.0
  syn_avg_cell_area_um2: 7.02
  synth_cell_types: 62
  synth_flops: 64
  largest_area_cell: "dfxtp_1"
  top_cell_area_share_pct: 28.0
  edf_count: 0
  ys_warn_count: 1
  syn_area_um2: 4570
  async_reset_ff_share_pct: 0
  yosys_cells: 652
  yosysChipArea_um2: 4570
  synth_cells: 652
  yosys_most_used_dff: "dfxtp_1"
  synth.area.top_cells: "dfxtp_1 (28%), a21oi_1 (6.5%), o21ai_0 (6.2%), nand2_1 (6.2%), nor2_1 (5.8%)"
routing:
  insertedDiodeCount: 0
  drt-met1-wl_um: 7630
  ant_nets: 0
  vias_per_cell: 6.25
  vias: 5612
  drtIter0Drc: 636
  drt_pass1_iterations: 23
  dr.max_layer_used: "met5"
  drt_wl_total_um: 18800
  wl_per_cell_um: 20.9
  drcViolationCount: 0
  met2_length_um: 8100
  routed-wl-met3_um: 2260
timing:
  max_freq_ghz: 0.122
  skew_ns: 0.00701
  slew_headroom_pct: 43.2
  whs_ns: 0.499
  period_used_pct: 64.6
  setup_viol: 0
  finalHoldViolCount: 0
  finalMaxSlewViolations: 0
  tightest_slew_ns: 0.847
  min_period_ns: 8.21
  rsz0062_at_grt: "no"
  fin_tns_setup_ns: 0
setup_path:
  cp_max_fo: 17
  crit_type: "primary input to output port"
  required_ns: 10.16
  arrival_ns: 5.67
  end_kind: "output port"
  cp-start-kind: "primary input"
job:
  warnings: 25
  maxCapViolCount: 0
floorplanning:
  die_h_um: 125
  boundaryPins: 79
  chipArea_um2: 15700
  core-area_um2: 14700
  die_w_um: 125
  initial_utilization_pct: 31.1
  std_cell_rows: 44
hold_path:
  hold_path.class: "flip-flop to flip-flop"
critical path, cell delays in order:
cell	delay (ns)
clkdlybuf4s50_1	0.48
nor4_2	0.46
and3_1	0.29
and2_1	0.71
a31oi_1	0.36
a21oi_1	0.31
clkdlybuf4s50_1	0.51
final timing paths:
kind	from	end	slack [ns]	depth (start not counted)
setup / recovery	csr_addr[1]	csr_rdata[18]	4.49	7
hold / removal	mcycleh[31]	mcycleh[31]	0.50	2
setup reg to reg	mcycle[0]	mcycleh[20]	10.08	7
hold reg to reg	mcycleh[31]	mcycleh[31]	0.50	2
cell families (layout without fill, tap and decap cells):
group,count (synthesis),after routing,synth area share (%)
AND/OR/NAND/NOR,316,316,36.2
AND-OR/OR-AND,202,202,26.7
adder cells (fa/ha/maj),1,1,0.273
buffers and inverters,53,115,5.36
flip-flops,64,64,28.0
XOR/XNOR,7,7,1.34
multiplexers,9,9,2.11
power by group through the flow:
stage     Sequential [mW]  Combinational [mW]  Clock [mW]
4_1_cts             0.203              0.0320       0.217
5_1_grt             0.203              0.0342       0.226
6_report            0.203              0.0323       0.216
state kept, by name, summed over array words and instances, names as in the netlist:
name     count
mcycle      32
mcycleh     32
metal layers:
| layer | vias up | track usage (%) |
|---|---|---|
| met3 | 61 | 6.76 |
| met4 | 2 | 8.03 |
| li1 | 2585 | - |
| met1 | 2591 | 33.9 |
| met2 | 373 | 36.8 |
| met5 | - | 0 |
metrics by stage:
step | worst slack [ns] | power (mW) | utilization, %
floorplan | 6.25 | 0.217 | -
detailed placement | 4.58 | 0.239 | 37.3
finish | 4.49 | 0.452 | 38.9
CTS | 4.56 | 0.452 | 38.9
global route | 4.36 | 0.463 | 38.9
global placement | 4.67 | 0.239 | 37.3
cell type report:
class	count	area, µm²
Clock buffer	11	233
Clock inverter	2	10.0
Fill cell	1480	8980
Inverter	10	37.5
Multi-Input combinational cell	535	3050
Sequential cell	64	1280
Tap cell	184	230
Timing Repair Buffer	92	881
cell usage after synthesis, drive strengths merged (3+ instances only):
| cell type | number |
|---|---|
| o21ai | 57 |
| a2bb2oi | 3 |
| o21a | 6 |
| nand3 | 45 |
| nand4 | 25 |
| a32oi | 6 |
| nor4 | 14 |
| and3 | 12 |
| nor3b | 3 |
| nor2 | 72 |
| inv | 10 |
| or3 | 7 |
| o211ai | 4 |
| a22oi | 5 |
| o31ai | 3 |
| dfxtp | 64 |
| nand2 | 75 |
| xor2 | 3 |
| a211oi | 5 |
| and4 | 9 |
| buf | 12 |
| nor3 | 38 |
| a221oi | 4 |
| clkbuf | 31 |
| a22o | 5 |
| mux2i | 4 |
| mux2 | 5 |
| a31oi | 30 |
| and2 | 7 |
| xnor2 | 4 |
| a311oi | 3 |
| a21oi | 59 |
| or4 | 3 |
| o22ai | 4 |
No activity file was given, so power comes from the tool's default toggle rates.
