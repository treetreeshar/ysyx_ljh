<file path="design/flow/run.sh">
#!/bin/bash
# OpenROAD 26Q1-2900-gdf79404cd8, Yosys 0.63+post, stock flow scripts
make -C /OpenROAD-flow-scripts/flow DESIGN_CONFIG=/design/flow/config.mk WORK_HOME=/design/flow/orfs finish
</file>
<file path="design/flow/config.mk">
export PLATFORM = sky130hd
export DESIGN_NAME = ysyx_25070198_lsu
export DESIGN_NICKNAME = ysyx_25070198_lsu
export VERILOG_FILES = /design/flow/design.v
export SDC_FILE = /design/flow/constraint.sdc
export NUM_CORES = 4
export LEC_CHECK = 1
export CORE_AREA = 10 10 88 88
export DIE_AREA = 0 0 98 98
</file>
<file path="design/flow/constraint.sdc">
current_design ysyx_25070198_lsu

set clk_period 2.3
set clk_io_pct 0.2

create_clock -name clk0 -period $clk_period [get_ports {clock}]

set non_clock_inputs [all_inputs -no_clocks]
set_input_delay [expr $clk_period * $clk_io_pct] -clock clk0 $non_clock_inputs
set_output_delay [expr $clk_period * $clk_io_pct] -clock clk0 [all_outputs]
</file>
<file path="design/flow/design.v">
module ysyx_25070198_lsu(
    input clock,
    input reset,
    input mem_ren,
    input mem_wen,
    input [31:0] mem_addr,
    input [31:0] mem_wdata,
    input [3:0] mem_mask,
    output reg [31:0] mem_rdata,
    output reg [31:0] io_lsu_addr,
    output reg io_lsu_wen,
    output reg [31:0] io_lsu_wdata,
    output reg [3:0] io_lsu_wmask,
    input [31:0] io_lsu_rdata,
    output reg io_lsu_reqValid,
    input io_lsu_respValid
);
    typedef enum logic {
        LSU_IDLE = 1'b0,
        LSU_WAIT = 1'b1
    } lsu_state_t;
    lsu_state_t lsu_current_state, lsu_next_state;
    always @(posedge clock) begin
        if (reset) begin
            lsu_current_state <= LSU_IDLE;
        end else begin
            lsu_current_state <= lsu_next_state;
        end
    end
    always @(*) begin
        case (lsu_current_state)
            LSU_IDLE: begin     
                if (mem_ren || mem_wen) begin
                    lsu_next_state = LSU_WAIT;   
                end else begin
                    lsu_next_state = LSU_IDLE;
                end
            end
            LSU_WAIT: begin     
                if(io_lsu_respValid) 
                    lsu_next_state = LSU_IDLE;   
                else
                    lsu_next_state = LSU_WAIT;   
            end
            default: begin
                lsu_next_state = LSU_IDLE;
            end
        endcase
    end
    always @(*) begin
        case (lsu_current_state)
            LSU_IDLE: begin    
                io_lsu_reqValid = mem_ren || mem_wen;
                io_lsu_addr = mem_addr;
                io_lsu_wen = mem_wen;
                io_lsu_wdata = mem_wdata;
                io_lsu_wmask = mem_mask;
                mem_rdata = 32'b0;
            end
            LSU_WAIT: begin    
                io_lsu_reqValid = 1'b1;       
                io_lsu_addr = mem_addr;       
                io_lsu_wen = mem_wen;         
                io_lsu_wdata = mem_wdata;     
                io_lsu_wmask = mem_mask;      
                mem_rdata = io_lsu_rdata;     
            end
            default: begin
                io_lsu_reqValid = 1'b0;
                io_lsu_addr = 32'b0;
                io_lsu_wen = 1'b0;
                io_lsu_wdata = 32'b0;
                io_lsu_wmask = 4'b0;
                mem_rdata = 32'b0;
            end
        endcase
    end
endmodule
</file>
==> flow_summary.toml <==
# yosys + openroad results
[synthesis]
yosys_warnings = 1
synth.area.top_cells = "buf_4 67%, and2_1 26%, dfxtp_1 2.6%"
synthCells = 108
synth.cell_area_um2 = 778
ys_ff = 1
seq_area_frac_synth_pct = 2.57
postSynthAreaPerCell_um2 = 7.21
top_area_share_pct = 66.6
ys_cells = 108
synth_cell_types = 7
yosysChipArea_um2 = 778
yosys.area.top_type = "buf_4"

[power_and_ir_drop]
powerDensity_nw_per_um2 = 172
internal_power_mw = 0.149
p_switching_mw = 0.0314
leakage_nw = 0.380
clock_power_share_pct = 0
vdd_drop_max_v = 0.0000696
comb_power_share_pct = 88.9
swShare_pct = 17.4
seqPwrFrac_pct = 11.1

[sta]
rsz0062_at_grt = "false"
maxSlewHeadroom_pct = 89.9
period_used_pct = 92.8
period_needed_ns = 2.14
slew_violations = 0
fmax_mhz = 468
worstMarginPinSlew_ns = 0.151
setup_viol = 0
setup_slack_ns = 0.165
finalSetupTns_ns = 0
hold_viol = 0
fin_worst_skew_ns = 0

[placed_design]
dp_hpwl_um = 2400
post-place-ws_ns = 0.146
gp_congestion = 0.725
io_buffer_count = 70

[cts]
cts_setup_buffers = 0
clkTransAtPathRegs_ns = 0
ctsHoldBuffers = 0
post_cts_resized = 0
clkLatencyLatePin_ns = 0

[routing]
post-route-drc-count = 0
antenna_cells = 0
avgViaCountPerCell = 3.22
drt_iter0_markers = 0
vias = 590
dr.pass1.iters = 1
drt_wl_total_um = 2600
wl_per_cell_um = 14.2
drtAntennaViolNets = 0

[global_routing]
grt_pass1_wl_um = 3950
grt_start_max_net_pins = 23
grt_use_met3_pct = 4.34
use_met1_pct = 5.12
grt_antenna_before_repair = 0
overflow = 0
gr-usage-met2_pct = 6.09
top_usage_layer = "met2"
grt_pass1_vias = 664
grtUsageTotal_pct = 4.92

[setup_path]
rrSetupSlack_ns = 1.20
required_ns = 1.84
timing.rr.start = "lsu_current_state"
cp-start-kind = "primary input"
crit_start = "mem_wen"
cp.arrival_ns = 1.68
end_kind = "output pin"
worstSetupPathType = "in2out"
cp_max_fo = 2

[cells_and_area]
fin_util_pct = 17.8
largest_reg_flops = 1
final_cell_mix = "70 x clkdlybuf4s50_1, 32 x and2_1, 2 x buf_4"
flop_area_um2 = 20.0
drive_above_1_share_pct = 3.70
combGateArea_um2 = 225
layout_top_cell = "clkdlybuf4s50_1"
largest-register = "lsu_current_state"
top_regs = "lsu_current_state (1)"
area_delta_synth_final_pct = 35.5
fillers = 668

[die]
die_y_um = 98
chipArea_um2 = 9600
fp.dieW_um = 98
fp_util_pct = 13.1
ioPinCount = 207
core_area_um2 = 5920
rows = 28

[job]
warnings = 28
maxCapViolCount = 0

[run_status]
status = "finished clean"

[worst_hold_path]
min_from = "lsu_current_state"
hp-class = "reg2reg"
power by group through the flow:
stage	clock, mW	combinational [mW]	sequential [mW]
4_1_cts	0	0.166	0.0202
5_1_grt	0	0.179	0.0206
6_report	0	0.161	0.0201
kinds of logic after synthesis:
family	Yosys count	share of synthesized area, %
simple gates	34	28.3
buf+inv	72	68.5
flops	1	2.57
compound gates	1	0.642
worst paths after layout:
| check | to | cells after the start |
|---|---|---|
| max | io_lsu_reqValid | 3 |
| min | lsu_current_state | 3 |
| max reg2reg | lsu_current_state | 3 |
| min reg2reg | lsu_current_state | 3 |
cells in the mapped netlist, drive strengths merged:
master  count
or3         1
a21oi       1
buf        72
and2       33
dfxtp       1
final cells by class:
cell class,instances,share of cell area [%]
Multi-Input combinational cell,35,21.4
Sequential cell,1,1.90
Tap cell,75,8.90
Timing Repair Buffer,72,67.9
metrics by stage:
stage                     cells  power (mW)  hold WS, ns  instance area (um2)
after detailed placement    183       0.186        0.777                 1050
final                       183       0.181        0.750                 1050
after floorplan             108       0.119        0.601                  778
after CTS                   183       0.186        0.779                 1050
after global routing        183       0.200        0.820                 1050
after global placement      183       0.185        0.755                 1050
per-layer routing:
layer	up-vias	part of all wire [%]
met5	-	0
met4	0	8.8
met3	34	22
met2	94	34
met1	208	35
li1	254	-
worst max-delay path: stages:
cell and delay (ns):
clkdlybuf4s50_1 0.41, or3_4 0.37, clkdlybuf4s50_1 0.43
Power and IR drop assume default switching activity.
